===== flow/design.v =====
`timescale 1 ns / 1 ps
module fifomem #(parameter WORDSIZE = 8,
                parameter ADDRSIZE = 8)
              (input [ADDRSIZE-1:0] waddr, raddr,
               output[WORDSIZE-1:0] rdata,
               input [WORDSIZE-1:0] wdata,
               input full, wclk);
               reg [WORDSIZE-1:0] mem [0:(1<<ADDRSIZE)-1];
               assign rdata = mem[raddr];
               always @(posedge wclk) begin
                if ( !full )
                  mem[waddr] <= wdata;
               end
endmodule
module graycode_gen #(parameter ADDRSIZE = 4)(
                    input [ADDRSIZE:0] inp,
                    output[ADDRSIZE:0] out
);
    assign out = (inp >> 1)^(inp);
endmodule
module fifo #(parameter WORDSIZE = 8,
            parameter ADDRSIZE = 3)
            (
                input[WORDSIZE-1:0] write_data,
                input               signal_read, rclk,
                input               signal_write, wclk,
                input               rst,
                output              full,empty,
                output[WORDSIZE-1:0]read_data
            );
        wire [ADDRSIZE:0] rptrToWclk,
                          wptrToRclk,
                          rptr,
                          wptr;
        wire [ADDRSIZE-1:0] read_address,
                            write_address;
        r2w #(ADDRSIZE) _r2w(._2nd_reg(rptrToWclk), .graycode_rptr(rptr), .wclk(wclk), .rst(rst));
        w2r #(ADDRSIZE) _w2r(._2nd_reg(wptrToRclk), .graycode_wptr(wptr), .rclk(rclk), .rst(rst));
        fifomem #(WORDSIZE,ADDRSIZE) _fifomem(.waddr(write_address), .raddr(read_address), .rdata(read_data), .wdata(write_data), .full(full),
                                            .wclk(wclk));
        read_inc  #(ADDRSIZE) _read_inc (.empty(empty), .read_address(read_address), .graycode_rptr(rptr), .graycode_wptr(wptr),
              .signal_read(signal_read), .rclk(rclk), .rst(rst));
        write_inc #(ADDRSIZE) _write_inc(.full(full), .write_address(write_address), .graycode_wptr(wptr), .graycode_rptr(rptr),
                            .signal_write(signal_write), .wclk(wclk), .rst(rst));
endmodule
`timescale 1 ns / 1 ps
module r2w #(parameter ADDRSIZE = 4)
            (output reg [ADDRSIZE:0] _2nd_reg,
            input       [ADDRSIZE:0] graycode_rptr,
            input                    wclk, rst );
    reg [ADDRSIZE:0] _1st_reg;
    always @(posedge wclk or posedge rst)
    begin
        if ( rst )  {_2nd_reg,_1st_reg} <= 0;
        else        {_2nd_reg,_1st_reg} <= {_1st_reg,graycode_rptr};
    end
endmodule
module read_inc #(parameter ADDRSIZE = 4)(
                output reg empty,
                output [ADDRSIZE-1:0] read_address,
                output reg [ADDRSIZE :0] graycode_rptr,
                input [ADDRSIZE :0] graycode_wptr,
                input signal_read, rclk, rst);
    reg  [ADDRSIZE:0] read_counter;
    wire [ADDRSIZE:0] next_gray, next_read;
    assign read_address = read_counter[ADDRSIZE-1:0];
    assign next_read = read_counter + (signal_read & ~empty) ;
    graycode_gen #(ADDRSIZE) inst_graycode_gen(next_read , next_gray);
    assign next_empty = (graycode_wptr == next_gray);
    always @(posedge rclk or posedge rst) begin
        if (rst) begin
            {read_counter,graycode_rptr} <= 0;
            empty <= 1'b1 ;
        end
        else begin
            read_counter  <= next_read;
            graycode_rptr <= next_gray;
            empty <= next_empty;
        end
    end
endmodule
`timescale 1 ns / 1 ps
module w2r #(parameter ADDRSIZE = 4)
            (output reg [ADDRSIZE:0] _2nd_reg,
            input       [ADDRSIZE:0] graycode_wptr,
            input                    rclk, rst );
    reg [ADDRSIZE:0] _1st_reg;
    always @(posedge rclk or posedge rst)
    begin
        if ( rst )  {_2nd_reg,_1st_reg} <= 0;
        else        {_2nd_reg,_1st_reg} <= {_1st_reg,graycode_wptr};
    end
endmodule
module write_inc #(parameter ADDRSIZE = 4)(
                output reg full,
                output [ADDRSIZE-1:0] write_address,
                output reg [ADDRSIZE :0] graycode_wptr,
                input [ADDRSIZE :0] graycode_rptr,
                input signal_write, wclk, rst);
    reg  [ADDRSIZE:0] write_counter;
    wire [ADDRSIZE:0] next_gray, next_write;
    assign write_address = write_counter[ADDRSIZE-1:0];
    assign next_write = write_counter + (signal_write & ~full);
    graycode_gen #(ADDRSIZE) inst_graycode_gen(next_write , next_gray);
    assign next_full = ( {~graycode_rptr[ADDRSIZE:ADDRSIZE-1], graycode_rptr[ADDRSIZE-2:0]} == next_gray);
    always @(posedge wclk or posedge rst) begin
        if (rst) begin
            {write_counter,graycode_wptr} <= 0;
            full <= 1'b0 ;
        end
        else begin
            write_counter  <= next_write;
            graycode_wptr <= next_gray;
            full <= next_full;
        end
    end
endmodule

===== flow/run.sh =====
#!/bin/bash
# OpenROAD 26Q1-2900-gdf79404cd8, Yosys 0.63+post, stock flow scripts
make -C /OpenROAD-flow-scripts/flow DESIGN_CONFIG=/design/flow/config.mk WORK_HOME=/design/flow/orfs finish

===== flow/config.mk =====
export PLATFORM = sky130hd
export DESIGN_NAME = fifo
export DESIGN_NICKNAME = fifo
export VERILOG_FILES = /design/flow/design.v
export SDC_FILE = /design/flow/constraint.sdc
export NUM_CORES = 4
export LEC_CHECK = 1
export CORE_UTILIZATION = 40

===== flow/constraint.sdc =====
current_design fifo

set clk_period 2.6
set clk_io_pct 0.2

create_clock -name clk0 -period $clk_period [get_ports {rclk}]
create_clock -name clk1 -period $clk_period [get_ports {wclk}]

set non_clock_inputs [all_inputs -no_clocks]
set_input_delay [expr $clk_period * $clk_io_pct] -clock clk0 $non_clock_inputs
set_output_delay [expr $clk_period * $clk_io_pct] -clock clk0 [all_outputs]

==> run notes <==
The run has ended; figures from its reports follow.

The count of state elements after synthesis came out at around 80. The width of the die came out at 92.9 um. Per the detail_route report, routed wire per instance is ~17 um. The final timing report lists clock skew as roughly 0.0098 ns. The starting density of the core came out at 42.1%. The count of warnings emitted by yosys is 7. The gate count after technology mapping came out at 161. The most common logic cell in the final layout is edfxtp_1. The run finished with clean final reports. Per the post-route antenna check, the number of violating nets is 0.

For this run, the chip area from Yosys synthesis comes to 3300 um2. The post-synthesis instance area came out at 3300 um2. The share of synthesized cell area in full adder, half adder and majority cells is 1.52%. The first global-routing pass estimated 8200 um of wire. The first-pass iteration count of the detailed router came out at 4. During I/O placement, the number of pins put on the boundary was 23. The die area is ~8600 um2.

The final tally of hold violations came out at 0. The register clock-pin slew on the reported worst setup and hold paths came out at ~0.070 ns. On the critical path the data arrives at 2.03 ns. According to the hold report, the worst path is of the register to register type.

The number of clock sinks is 80. The dominant register cell is edfxtp_1. The multi-input logic area came out at 902 um2.

The core outline area came out at approximately 7800 um2. According to the timing report, the critical path is launched from _read_inc.read_counter[0]. The total power per unit cell area came out at 1220 nW/um2. The main area contributors are edfxtp_1, dfrtp_1, mux4_1. Warnings raised by the tools during the run amount to 28. The synthesis report gives the async set-or-reset register share as 20.0%. In this run the critical register-to-register path is captured at _write_inc.full. The static leakage is 1.39 nW. The longest incremental delay of any stage on the critical path is reported as 0.56 ns.

The total count of max-transition violations in the final report is 0. The sum of buffers and inverters on the critical path came out at 2. Walking the critical path from launch to capture passes 4 cell instances. Yosys reports that the leading cell type by area covers 58.2% of the netlist area. The synthesized design spends more area on one cell type than any other, namely edfxtp_1. The data required time reported for the critical path is 2.08 ns. The cell with the largest stage delay on the worst path is mux4_1.

Setup repair after global routing could not meet its margin everywhere. The launching point of the worst reg2reg path is _write_inc.full. The share of synthesized cell area in and-or and or-and compound cells is 0.379%.

The mux cell area share after synthesis came out at 15.2%. The number of setup violations in the final report came out at 0. Between the synthesized netlist and the finished layout, the area growth was recorded as 18.1%.

The total half-perimeter wirelength after legalization and detailed placement came out at 3310 um. The yosys cell count came out at 161. The filler cells instantiated in the layout total 654. The count of library flops with an enable pin came out at around 64. The distinct cell type count of the synthesized netlist is 24.

The final weighted congestion recorded by global placement is 0.869. The sequential-to-total area share from yosys stat came out at 70.3%. The area share of xor/xnor cells in the synthesized design came out at 7.69%. The worst-case reg-to-reg path depth is 6. The number of global-route vias before repair is 1657. The number of hold buffers added after CTS is 0. After layout, the worst setup slack is 0.0537 ns. The max-slew headroom at the worst pin came out at approximately three fifths. Leaving out fill and tap cells, the most frequent cells in the layout are edfxtp_1, clkdlybuf4s50_1, dfrtp_1, clkbuf_8, buf_4.

The area fraction in and, or, nand and nor cells is 3.18%. The path type of the worst setup path is register to output pin. The routed via count came out at 1566. The largest voltage drop on the vdd net is 0.532 mV.

The residual overflow from global routing is 0. The largest fanout on the critical path came out at 9. The number of maximum-capacitance violations came out at 0. TritonCTS built the clock tree. Summed over all layers, the routed wires come to 5370 um. The register area came out at 2320 um2. The kind of cell adding the most delay to the critical path is multiplexers.

Total global-route track usage over all layers is 14.0%. The worst setup slack for register-to-register paths came out at 0.60 ns. The antenna cell count is 0. The synthesized area per cell came out at 20.5 um2. The count of port buffers added during placement is 21. The cell sequence reported for the critical path is buf_12, mux4_1, mux2_2, clkdlybuf4s50_1.

The proportion of layout cells with a drive suffix above 1 came out at between 20% and 30%. STA classifies the critical path endpoint as an output pin. The type of origin of the critical path is a register. The number of placed instances with taps included is 290.

The die height came out at slightly above 90 um. The synthesis run identifies the leading combinational cell family as multiplexers. The number of antenna violations at the first check in global routing came to 0. At the pin with the least slew margin, the transition time is 0.594 ns. The floorplan has 32 rows. For the worst min-delay path, the startpoint reported by OpenROAD is _read_inc.graycode_rptr[0]. The largest net degree at the start of global routing is 21. The first routing iteration left 30 violations.

The count of unresolved DRC violations after routing is 0. Per the detail_route report, vias per standard cell equal roughly 5.0. The count of cells in the finished layout, fillers not included, comes to approximately 310. The post-placement setup slack is 0.115 ns. For reference, the critical path is captured by read_data[4].
==> repair_timing <==
item                                    CTS  global route
buffers inserted                          0             1
hold endpoints to repair                  0             0
resized                                   0             7
endpoints found under the setup margin    0             8
==> cell usage after synthesis, types with 2 or more instances <==
cell type,n
buf_2,4
dfrtp_1,15
edfxtp_1,64
ha_1,4
mux2_2,8
mux4_1,14
mux4_2,2
nand2_1,2
nand2b_1,3
nand3_1,2
nor2_1,3
nor2b_1,3
nor3_1,4
nor4_1,3
xnor2_1,11
xor2_1,10
xor3_1,2
==> worst register-to-register path, delay by kind of cell (launching register included) <==
family,cells,cell delay (ns)
xor gates and xnor gates,2,0.63
adders and majority gates,2,0.43
DFF,1,0.46
and+or+nand+nor,2,0.37
==> stage by stage <==
| stage | power [mW] | hold slack (ns) | TNS (ns) | util, % | instance area, um2 |
|---|---|---|---|---|---|
| 2_1_floorplan | 3.23 | 0.433 | 0 | - | 3300 |
| 3_3_place_gp | 3.84 | 0.537 | 0 | 47.1 | 3690 |
| 3_5_place_dp | 3.89 | 0.537 | 0 | 47.1 | 3690 |
| 4_1_cts | 4.75 | 0.510 | 0 | 49.6 | 3890 |
| 5_1_grt | 5.07 | 0.552 | -0.0242 | 49.7 | 3900 |
| 6_report | 4.77 | 0.528 | 0 | 49.7 | 3900 |
==> registers in the layout (all words and copies together), names as in the netlist <==
register and count:
_read_inc.read_counter 3, _fifomem.mem 64, _write_inc.full 1, _read_inc.graycode_rptr 4, _read_inc.empty 1, _write_inc.graycode_wptr 4
_write_inc.write_counter 3
==> layout make-up <==
type | count | share of cell area [%]
Multi-Input combinational cell | 74 | 23.1
Sequential cell | 80 | 59.6
Inverter | 1 | 0.0962
Timing Repair Buffer | 35 | 8.85
Clock inverter | 6 | 0.706
Clock buffer | 13 | 4.33
Tap cell | 102 | 3.27
==> layer usage <==
metal  up-vias  routed length (um)  GRT usage (%)
met4         0                  89           3.08
li1        717                   -              -
met2        68                2660           21.1
met1       772                2110           19.5
met3         9                 506           7.27
met5         -                   0              0
==> logic make-up after synthesis <==
| family | count (synthesis) |
|---|---|
| XOR/XNOR | 24 |
| adder cells (fa/ha/maj) | 4 |
| AND-OR/OR-AND | 2 |
| flip-flops | 80 |
| AND/OR/NAND/NOR | 20 |
| multiplexers | 24 |
| buffers and inverters | 7 |
==> worst min path at each step <==
stage     cells after the start         endpoint  slack, ns
4_1_cts                       2  _write_inc.full       0.51
5_1_grt                       2  _write_inc.full       0.55
6_report                      2  _write_inc.full       0.53
==> power breakdown <==
part	switching, mW	leakage (nW)	internal [mW]
sequential	0.196	0.774	1.81
combinational	0.776	0.517	1.14
clock	0.410	0.0978	0.432
total	1.38	1.39	3.38
Power figures rest on the tool's default switching activity, not on a simulated workload.
