## flow/config.mk

```make
export PLATFORM = sky130hd
export DESIGN_NAME = beh_fifo
export DESIGN_NICKNAME = beh_fifo
export VERILOG_FILES = /design/flow/design.v
export SDC_FILE = /design/flow/constraint.sdc
export NUM_CORES = 4
export LEC_CHECK = 1
export CORE_UTILIZATION = 40
```

## flow/constraint.sdc

```tcl
current_design beh_fifo

set clk_period 2.1
set clk_io_pct 0.2

create_clock -name clk0 -period $clk_period [get_ports {rclk}]
create_clock -name clk1 -period $clk_period [get_ports {wclk}]

set non_clock_inputs [all_inputs -no_clocks]
set_input_delay [expr $clk_period * $clk_io_pct] -clock clk0 $non_clock_inputs
set_output_delay [expr $clk_period * $clk_io_pct] -clock clk0 [all_outputs]
```

## flow/design.v

```verilog
module beh_fifo (rdata, wfull, rempty, wdata, winc, wclk, rinc, rclk, rst);
    parameter DSIZE = 8;
    parameter ASIZE = 3;
    output [DSIZE-1:0] rdata;
    output wfull;
    output rempty;
    input [DSIZE-1:0] wdata;
    input winc, wclk;
    input rinc, rclk, rst;
    reg [ASIZE:0] wptr, wrptr1, wrptr2, wrptr3;
    reg [ASIZE:0] rptr, rwptr1, rwptr2, rwptr3;
    parameter MEMDEPTH = 1<<ASIZE;
    reg [DSIZE-1:0] ex_mem [0:MEMDEPTH-1];
    integer i;
    always @(posedge wclk or posedge rst)
        if (rst) wptr <= 0;
        else if (winc && !wfull) begin
            ex_mem[wptr[ASIZE-1:0]] <= wdata;
            wptr <= wptr+1;
        end
    always @(posedge wclk or posedge rst)
        if (rst) {wrptr3,wrptr2,wrptr1} <= 0;
        else {wrptr3,wrptr2,wrptr1} <= {wrptr2,wrptr1,rptr};
    always @(posedge rclk or posedge rst)
        if (rst) begin 
            rptr <= 0;
        end
        else if (rinc && !rempty) rptr <= rptr+1;
    always @(posedge rclk or posedge rst)
        if (rst) {rwptr3,rwptr2,rwptr1} <= 0;
        else {rwptr3,rwptr2,rwptr1} <= {rwptr2,rwptr1,wptr};
    assign rdata = ex_mem[rptr[ASIZE-1:0]];
    assign rempty = (rptr == rwptr3);
    assign wfull = ((wptr[ASIZE-1:0] == wrptr3[ASIZE-1:0]) &&
    (wptr[ASIZE] != wrptr3[ASIZE] ));
endmodule
```

## flow/run.sh

```bash
#!/bin/bash
# OpenROAD 26Q1-2900-gdf79404cd8, Yosys 0.63+post, stock flow scripts
make -C /OpenROAD-flow-scripts/flow DESIGN_CONFIG=/design/flow/config.mk WORK_HOME=/design/flow/orfs finish
```

==> ci_impl_report.md <==
### Metrics collected by this job

| Metric | Value |
|---|---|
| Slew HR | between 60% and 70% |
| Overflow after GRT | 0 |
| Syn Std Cell Area | 0.00359 mm2 |
| Synth Area per Inst | 17.5 um2 |
| CP delay by family, top | AND-OR/OR-AND gates |
| R2R cell count | 5 |
| Outcome | complete, but fails checks |
| Synth warn | 2 |
| Reg2Reg Launch Point | rptr[0]$_DFFE_PP0P_ |
| Critical path buffers and inverters | 3 |
| Post-synth seq share | 75.9% |
| Peak supply drop | 557 uV |
| Crit path cell chain | ha_4 -> ha_4 -> buf_6 -> buf_6 -> a222oi_1 -> o21ai_1 -> mux2_4 -> buf_2 |
| Via count | 2025 |
| DRT met1 WL | 3190 um |
| Ys flops | 96 |
| Placement Setup Slack | -0.461 ns |
| Hold Path Class | flop to flop |
| Clk sink count | 96 |
| Worst setup EP type | output pin |
| GRT Util Overall | 17.2% |
| Layout cells sized above 1 | 41.5% |
| Cell count after synthesis | between 200 and 250 |
| Combinational Power Share | roughly 44% |
| Worst-Margin Slew | 0.479 ns |
| WHS Endpoint | rwptr3[3]$_DFF_PP0_ |
| Met2 WL post-DR | 3130 um |
| RSZ-0062 raised after global routing | true |
| Failing checks | setup timing |
| Worst R2R Setup Slack | about 0.14 ns |
| Leak | 1.79 nW |
| CTS clock-pin slew for the worst setup and hold paths | 0.06 ns |
| Vias in the first global route | around 2200 |
| Clock power frac | between 15 and 20% |
| Finished Layout Cells | 390 |
| CTS tree | done |
| Met3 routed WL | 612 um |
| Final core occ | about 54% |
| Yosys Instances | 205 |
| DRC errors left | 0 |
| Worst Skew | 0.00638 ns |
| Pre-Place Util | 41.1% |
| Critical path fanouts, max | 3 |
| Worst Setup Path Type | flop to output pin |
| Finished Cell Area | 0.00469 mm2 |
| Routability cong. | 0.775 |
| I/O Buffers | 21 |
| Core region area | 0.00872 mm2 |
| Yosys stat area | 0.00359 mm2 |
| Net Sw Frac | between 30 and 40% |
| Iter 0 DRT Violations | 131 |
| Reg-to-Reg End | rptr[1]$_DFFE_PP0P_ |
| PwrDens | 1490 mW/mm2 |
| Reg power frac | between 30 and 40% |
| Max Used Layer | met4 |
| Antenna viol nets, final | 0 |
| Placed Cells | between 300 and 400 |
| Final wirelength | 7070 um |
| Power Total | 0.00700 W |
| CTS Hold Bufs | 0 |
| Initial antenna violation count | 0 |
| Placed Area | 0.00408 mm2 |
| Vias per std cell | around 5.2 |
| Hold Startpoint | rwptr2[3]$_DFF_PP0_ |
| Largest net degree at the start of global routing | 33 |
| Cell Type Count | 23 |
| Worst path max stage delay | 0.45 ns |
| DP HPWL | 4190 um |
| Tool warnings | 36 |
| Die area | just over 0.009 mm2 |
| WP data required | 1.68 ns |
| Worst hold stages | 0 |
| Critical-path top delay cell | dfrtp_2 |
| Io pins | 23 |
| Drt first pass iters | 6 |
| DIE WIDTH | 96.7 um |
| Wire per inst | 18.1 um |
| Pint | 0.00470 W |
| Row count | 34 |
| ANT cells | 0 |
| First-pass GRT wire length | 11500 um |
| Startpoint Class | flop |
| Final setup violation count | 8 |
| Area growth, synth to finish | 30.6% |
| Final Hold Viols | 0 |
| NetSw | 0.00230 W |
| Worst setup margin | -0.451 ns |
| Slew Viols, Final | 0 |
| Die height | 96.7 um |
| Max-cap violations | 0 |
| CP arrival | roughly 2.1 ns |
[per-stage QoR]
stage,hold slack (ns),TNS (ns)
2_1_floorplan,0.331,0
3_3_place_gp,0.332,-3.06
3_5_place_dp,0.335,-3.21
4_1_cts,0.341,-2.81
5_1_grt,0.354,-3.44
6_report,0.344,-2.56
[final cells by class]
type,instances,area [um2]
clock buffer,13,179
clock inverter,7,55.1
fill,641,4040
inverter,7,33.8
multi-input combinational,94,992
sequential,96,2730
tap,108,135
timing repair buffer,65,563
[cells by family (layout without fill, tap and decap cells)]
family | after synthesis | after routing | synth area share [%]
compound gates | 38 | 38 | 9.24
xor+xnor | 12 | 12 | 2.93
mux | 7 | 7 | 2.20
flops | 96 | 96 | 75.9
buf+inv | 15 | 92 | 1.64
fa+ha+maj | 12 | 12 | 4.18
simple gates | 25 | 25 | 3.94
[state kept, by name, summed over array words and instances, names as in the netlist]
register and flops:
wrptr3 4, rwptr1 4, ex_mem 64, rwptr2 4, wrptr2 4, rwptr3 4, wrptr1 4, wptr 4
rptr 4
[power groups by stage]
stage     Sequential, W  Combinational (W)  Clock (W)
5_1_grt         0.00269            0.00332    0.00141
6_report        0.00264            0.00306    0.00129
4_1_cts         0.00264            0.00300    0.00133
[worst max-delay path by stage]
stage | startpoint | endpoint | cells past startpoint
6_report | rptr[0]$_DFFE_PP0P_ | rdata[6] | 8
5_1_grt | rptr[0]$_DFFE_PP0P_ | rdata[6] | 8
4_1_cts | rptr[0]$_DFFE_PP0P_ | rdata[6] | 8
[synthesized netlist by cell type]
cell	number	area (um2)
xor2_1	9	78.8
a221oi_1	14	123
xnor2_1	3	26.3
and3_2	6	45.0
nand2_1	4	15.0
buf_1	2	7.51
o41ai_4	2	55.1
nor4_1	5	31.3
nor2_1	6	22.5
a21oi_1	8	40.0
edfxtp_1	64	1920
and2_1	1	6.26
dfrtp_1	32	801
nand2b_1	1	6.26
a41oi_1	1	8.76
buf_2	2	10.0
inv_1	7	26.3
mux2_2	7	78.8
ha_1	12	150
clkbuf_1	4	15.0
o21ai_0	5	25.0
a222oi_1	8	80.1
and2_2	2	15.0
[routing by layer]
layer	global-route usage, %	vias up
met1	27.3	991
met4	2.87	0
li1	-	943
met5	0	-
met2	24.9	79
met3	6.99	12
[cell usage in the layout (no fill, tap or decap), types with 4 or more instances in the layout]
cell,n
edfxtp_1,64
buf_4,29
dfrtp_1,28
buf_6,14
clkbuf_8,13
clkdlybuf4s50_1,11
xor2_1,9
a221oi_1,8
a222oi_1,8
buf_2,8
a221oi_2,6
and3_2,6
ha_1,6
inv_1,5
a21oi_1,5
ha_4,5
mux2_2,4
nand2_1,4
nor4_1,4
dfrtp_2,4
[repair_timing]
item	CTS	global route
setup buffers	19	1
setup endpoints to repair	10	8
endpoints found under the hold margin	0	0
gates resized	85	5
gates cloned	1	0
pin swaps	20	5
Power and IR drop assume default switching activity.
